==> flow/design.v <==
module fifo(clk,rst,soft_rst,re,we,lfd_state,empty,full,data_in,data_out);
input clk,rst,soft_rst,re,we,lfd_state;
input[7:0]data_in;
output empty,full;
output reg[7:0]data_out;
reg[4:0]rd_ptr,wr_ptr;
reg[6:0]fifo_counter;
reg lfd_state_s;
reg[8:0]mem[15:0];
integer i;
always@(posedge clk)
begin
	if(!rst)
	begin
		rd_ptr<=5'b0;
		wr_ptr<=5'b0;
	end
	else if(soft_rst)
	begin
		rd_ptr<=5'b0;
		wr_ptr<=5'b0;
	end
	else
	begin
		if(re&&!empty)
			rd_ptr<=rd_ptr+1;
		else
			rd_ptr<=rd_ptr;
		if(we&&!full)
			wr_ptr<=wr_ptr+1;
		else
			wr_ptr<=wr_ptr;
	end
end
always@(posedge clk)
begin
	if(!rst)
		lfd_state_s<=0;
	else
		lfd_state_s<=lfd_state;
end
always@(posedge clk)
begin
	if(!rst)
	begin
		for(i=0;i<16;i=i+1)
			mem[i]<=0;
	end
	else if(soft_rst)
	begin
		for(i=0;i<16;i=i+1)
			mem[i]<=0;
	end
	else if(we&&!full)
		mem[wr_ptr[3:0]]<={lfd_state_s,data_in};
end
always@(posedge clk)
begin
	if(!rst)
		data_out<=8'h0;
	else if(soft_rst)
		data_out<=8'hz;
	else if(re&&!empty)
		data_out<=mem[rd_ptr[3:0]];
end
always@(posedge clk)
begin
	if(!rst)
		fifo_counter<=0;
	else if(soft_rst)
		fifo_counter<=0;
	else if(re&&!empty)
	begin
		if(mem[rd_ptr[3:0]][8]==1)
			fifo_counter<=mem[rd_ptr[3:0]][7:2]+1;
		else if(fifo_counter!=0)
			fifo_counter<=fifo_counter-1;
	end
end
assign full=(wr_ptr[4]!=rd_ptr[4])&&(wr_ptr[3:0]==rd_ptr[3:0])?1'b1:1'b0;
assign empty=(wr_ptr==rd_ptr)?1'b1:1'b0;
endmodule
module fsm(clk,rst,pkt_valid,parity_done,soft_reset_0,
	soft_reset_1,soft_reset_2,fifo_full,low_pkt_valid,
	fifo_empty_0,fifo_empty_1,fifo_empty_2,data_in,
	busy,laf_state,write_en_reg,rst_int_reg,lfd_state,
	ld_state,full_state,detect_add);
	input clk,rst,pkt_valid,parity_done,soft_reset_0,
	soft_reset_1,soft_reset_2,fifo_full,low_pkt_valid,
	fifo_empty_0,fifo_empty_1,fifo_empty_2;
	input [1:0]data_in;
	output busy,laf_state,write_en_reg,rst_int_reg,lfd_state,
	ld_state,full_state,detect_add;
	reg[2:0]ps,ns;
parameter decoder_address=3'b000,
	load_first_data=3'b001,
	wait_till_empty=3'b010,
	load_data=3'b011,
	load_parity=3'b100,
	fifo_full_state=3'b101,
	load_after_full=3'b110,
	check_parity_error=3'b111;
always@(posedge clk)
begin
	if(!rst)
		ps<=decoder_address;
	else
		ps<=ns;
end
always@(*)
begin
case(ps)
		decoder_address:if((pkt_valid&&(data_in[1:0]==0)&&fifo_empty_0)||
			(pkt_valid&&(data_in[1:0]==1)&&fifo_empty_1)||
			(pkt_valid&&(data_in[1:0]==2)&&fifo_empty_2))
			ns=load_first_data;
			else if((pkt_valid&(data_in[1:0]==0)&!fifo_empty_0)|
			(pkt_valid&(data_in[1:0]==1)&!fifo_empty_1)|
			(pkt_valid&(data_in[1:0]==2)&!fifo_empty_2))
			ns=wait_till_empty;
			else
				ns=decoder_address;
			load_first_data:ns=load_data;
			wait_till_empty:if((fifo_empty_0&&(data_in[1:0]==0))||
				(fifo_empty_1&&(data_in[1:0]==1))||
				(fifo_empty_2&&(data_in[1:0]==2)))
				ns=load_first_data;
				else 
					ns=wait_till_empty;
				load_data:if(fifo_full)
				ns=fifo_full_state;
			else if(!fifo_full&&!pkt_valid)
				ns=load_parity;
			else 
				ns=load_data;
			load_parity:ns=check_parity_error;
			fifo_full_state:if(fifo_full)
			ns=fifo_full_state;
		else if(!fifo_full)
			ns=load_after_full;
		load_after_full:if(parity_done)
		ns=decoder_address;
	else if(!parity_done&&low_pkt_valid)
		ns=load_parity;
	else if(!parity_done&&!low_pkt_valid)
		ns=load_data;
	check_parity_error:if(fifo_full)
	ns=fifo_full_state;
else if(!fifo_full)
	ns=decoder_address;
default:ns=decoder_address;
endcase
end
assign detect_add=(ps==decoder_address)?1'b1:1'b0;
assign lfd_state=(ps==load_first_data)?1'b1:1'b0;
assign ld_state=(ps==load_data)?1'b1:1'b0;
assign full_state=(ps==fifo_full_state)?1'b1:1'b0;
assign rst_int_reg=(ps==check_parity_error)?1'b1:1'b0;
assign laf_state=(ps==load_after_full)?1'b1:1'b0;
assign busy=(ps==fifo_full_state||ps==load_first_data||ps==load_parity||
ps==load_after_full||ps==wait_till_empty)?1'b1:1'b0;
assign write_en_reg=(ps==load_parity||ps==load_data||ps==load_after_full)?1'b1:1'b0;
endmodule
module register(clk,rst,pkt_valid,data_in,fifo_full,rst_int_reg,detect_add,
	ld_state,laf_state,full_state,lfd_state,parity_done,low_pkt_valid,
	error,dout);
input clk,rst,pkt_valid,fifo_full,rst_int_reg,detect_add,ld_state,laf_state,
	full_state,lfd_state;
input [7:0]data_in;
output reg parity_done,low_pkt_valid,error;
output reg [7:0]dout;
reg[7:0]hold_header_byte;
reg[7:0]fifo_full_byte;
reg[7:0]internal_parity;
reg[7:0]packet_parity;
always@(posedge clk)
begin
	if(!rst)
		dout<=8'b0;
	else
	begin
		if(detect_add&&pkt_valid)
			hold_header_byte<=data_in;
		else if(lfd_state)
			dout<=hold_header_byte;
		else if(ld_state&&!fifo_full)
			dout<=data_in;
		else if(ld_state&&fifo_full)
			fifo_full_byte<=data_in;
		else if(laf_state)
			dout<=fifo_full_byte;
	end
end
always@(posedge clk)
begin
	if(!rst)
		packet_parity<=8'b0;
	else if(!pkt_valid&&ld_state)
		packet_parity<=data_in;
end
always@(posedge clk)
begin
	if(!rst)
		internal_parity<=8'b0;
	else if(lfd_state)
		internal_parity<=internal_parity^hold_header_byte;
	else if(ld_state&&pkt_valid&&!full_state)
		internal_parity<=internal_parity^data_in;
	else if(detect_add)
		internal_parity<=8'b0;
end
always@(posedge clk)
begin
	if(!rst)
		error<=1'b0;
	else
	begin
		if(!pkt_valid)
		begin
			if(internal_parity!==packet_parity)
				error<=1'b1;
			else
				error<=1'b0;
		end
	end
end
always@(posedge clk)
begin
	if(!rst)
		parity_done<=1'b0;
	else if(ld_state&&!fifo_full&&!pkt_valid)
		parity_done<=1'b1;
	else if(laf_state&&!pkt_valid)
		parity_done<=1'b1;
	else
		parity_done<=1'b0;
end
always@(posedge clk)
begin
	if(!rst)
		low_pkt_valid<=1'b0;
	else
	begin
		if(rst_int_reg)
			low_pkt_valid<=1'b0;
		if(ld_state&&!pkt_valid)
			low_pkt_valid<=1'b1;
	end
end
endmodule
module sync(detect_add,data_in,write_en_reg,clk,rst,
	re_0,re_1,re_2,wr_en,fifo_full,empty0,empty1,empty2,soft_rst0,
	soft_rst1,soft_rst2,full0,full1,full2,valid_out0,valid_out1,valid_out2);
input detect_add,write_en_reg,clk,rst,re_0,re_1,
re_2,empty0,empty1,empty2,full0,full1,full2;
input[1:0]data_in;
output reg valid_out0,valid_out1,valid_out2;
output reg fifo_full,soft_rst0,soft_rst1,soft_rst2;
output reg[2:0]wr_en;
reg[1:0]fifo_add;
reg[4:0]count_soft_rst0;
reg[4:0]count_soft_rst1;
reg[4:0]count_soft_rst2;
always@(posedge clk)
begin
	if(!rst)
		fifo_add<=0;
	else if(detect_add)
		fifo_add<=data_in;
end
always@(*)
begin
	if(write_en_reg)
		case(fifo_add)
			2'b00:wr_en=3'b001;
			2'b01:wr_en=3'b010;
			2'b10:wr_en=3'b100;
			default:wr_en=3'b000;
		endcase
	end
always@(*)
begin
	case(fifo_add)
		2'b00:fifo_full=full0;
		2'b01:fifo_full=full1;
		2'b10:fifo_full=full2;
		default:fifo_full=1'b1;
	endcase
end
always@(*)
begin
valid_out0<=!empty0;
valid_out1<=!empty1;
valid_out2<=!empty2;
end
always@(posedge clk)
begin
	if(!rst)
	begin
		soft_rst0<=0;
	count_soft_rst0<=0;
	end
	else if(!valid_out0)
		begin
		soft_rst0<=0;
	count_soft_rst0<=0;
	end
	else if(re_0==1)
		begin
		soft_rst0<=0;
	count_soft_rst0<=0;
	end
	else if(count_soft_rst0<=29)
	begin
		soft_rst0<=0;
		count_soft_rst0<=count_soft_rst0+1;
	end
	else
		begin
		soft_rst0<=1;
	count_soft_rst0<=0;
end
end
always@(posedge clk)
begin
	if(!rst)
		begin
		soft_rst1<=0;
	count_soft_rst1<=0;
	end
	else if(!valid_out1)
		begin
		soft_rst1<=0;
	count_soft_rst1<=0;
	end
	else if(re_1==1)
		begin
		soft_rst1<=0;
	count_soft_rst1<=0;
	end
	else if(count_soft_rst1<=29)
	begin
		soft_rst1<=0;
		count_soft_rst1<=count_soft_rst1+1;
	end
	else
		begin
		soft_rst1<=1;
	count_soft_rst1<=0;
end
end
always@(posedge clk)
begin
	if(!rst)
	begin
		soft_rst2<=0;
	count_soft_rst2<=0;
	end
	else if(!valid_out2)
		begin
		soft_rst2<=0;
	count_soft_rst2<=0;
	end
	else if(re_2==1)
		begin
		soft_rst2<=0;
	count_soft_rst2<=0;
	end
	else if(count_soft_rst2<=29)
	begin
		soft_rst2<=0;
		count_soft_rst2<=count_soft_rst2+1;
	end
	else
		begin
		soft_rst2<=1;
	count_soft_rst2<=0;
end
end
endmodule
module topblock(clk,rst,re0,re1,re2,pkt_valid,data_out_0,data_in,
	data_out_1,data_out_2,vld_out_0,vld_out_1,vld_out_2,err,busy);
input clk,rst,re0,re1,re2,pkt_valid;
input[7:0]data_in;
output[7:0]data_out_0,data_out_1,data_out_2;
output vld_out_0,vld_out_1,vld_out_2,err,busy;
wire soft_reset_0,soft_reset_1,soft_reset_2,parity_done,fifo_full,
	low_pkt_valid,fifo_empty_0,fifo_empty_1,fifo_empty_2,full0,
	full1,full2,detect_add,ld_state,laf_state,full_state,
	write_en_reg,rst_int_reg,lfd_state;
wire[2:0]wr_en;
wire[7:0]dout;
fsm fsm1(.clk(clk),.rst(rst),.pkt_valid(pkt_valid),.parity_done(parity_done),.
	soft_reset_0(soft_reset_0),.soft_reset_1(soft_reset_1),.soft_reset_2(
	soft_reset_2),.fifo_full(fifo_full),.low_pkt_valid(low_pkt_valid),.
	fifo_empty_0(fifo_empty_0),.fifo_empty_1(fifo_empty_1),.fifo_empty_2(
	fifo_empty_2),.data_in(data_in[1:0]),.busy(busy),.laf_state(laf_state),.
	lfd_state(lfd_state),.ld_state(ld_state),.full_state(full_state),.
	detect_add(detect_add),.write_en_reg(write_en_reg),.rst_int_reg(rst_int_reg));
register register1(.clk(clk),.rst(rst),.pkt_valid(pkt_valid),.data_in(data_in),.fifo_full(fifo_full),.
	rst_int_reg(rst_int_reg),.detect_add(detect_add),.ld_state(ld_state),.laf_state(
	laf_state),.full_state(full_state),.lfd_state(lfd_state),.parity_done(parity_done)
	,.low_pkt_valid(low_pkt_valid),.error(err),.dout(dout));
	sync sync1(.clk(clk),.rst(rst),.detect_add(detect_add),.data_in(data_in[1:0]),.
		write_en_reg(write_en_reg),.re_0(re0),.re_1(re1),.re_2(re2),.wr_en(wr_en),.
		fifo_full(fifo_full),.empty0(fifo_empty_0),.empty1(fifo_empty_1),.empty2(fifo_empty_2),.full0(full0),.
		full1(full1),.full2(full2),.soft_rst0(soft_reset_0),.soft_rst1(soft_reset_1),.
		soft_rst2(soft_reset_2),.valid_out0(vld_out_0),.valid_out1(vld_out_1),.valid_out2(vld_out_2));
	fifo fifo0(.clk(clk),.rst(rst),.soft_rst(soft_reset_0),.re(re0),.we(wr_en[0]),.
		lfd_state(lfd_state),.empty(fifo_empty_0),.full(full0),.data_in(dout),.
		data_out(data_out_0));
	fifo fifo1(.clk(clk),.rst(rst),.soft_rst(soft_reset_1),.re(re1),.we(wr_en[1]),.
		lfd_state(lfd_state),.empty(fifo_empty_1),.full(full1),.data_in(dout),.
		data_out(data_out_1));
	fifo fifo2(.clk(clk),.rst(rst),.soft_rst(soft_reset_2),.re(re2),.we(wr_en[2]),.
		lfd_state(lfd_state),.empty(fifo_empty_2),.full(full2),.data_in(dout),.
		data_out(data_out_2));
	endmodule
==> flow/run.sh <==
#!/bin/bash
# OpenROAD 26Q1-2900-gdf79404cd8, Yosys 0.63+post, stock flow scripts
make -C /OpenROAD-flow-scripts/flow DESIGN_CONFIG=/design/flow/config.mk WORK_HOME=/design/flow/orfs finish
==> flow/config.mk <==
export PLATFORM = sky130hd
export DESIGN_NAME = topblock
export DESIGN_NICKNAME = topblock
export VERILOG_FILES = /design/flow/design.v
export SDC_FILE = /design/flow/constraint.sdc
export NUM_CORES = 4
export LEC_CHECK = 1
export CORE_UTILIZATION = 50
==> flow/constraint.sdc <==
current_design topblock

set clk_period 3.4
set clk_io_pct 0.2

create_clock -name clk0 -period $clk_period [get_ports {clk}]

set non_clock_inputs [all_inputs -no_clocks]
set_input_delay [expr $clk_period * $clk_io_pct] -clock clk0 $non_clock_inputs
set_output_delay [expr $clk_period * $clk_io_pct] -clock clk0 [all_outputs]
==> out/metrics.csv <==
stage,metric,value,unit
critical_path,crit_required,2720,ps
final_timing,fin_setup_tns,0,ps
critical_path,r2r_cells,9,
critical_path,cpMaxStageDelayCell,dfxtp_1,
place,pre_cts_slack,458,ps
final_timing,fin_worst_skew,13.0,ps
clock_network,cts_resized,0,
synthesis,synth-async-reset-ratio,0,%
synthesis,synth_flop_count,522,
hold_path,hp-class,flip-flop to flip-flop,
critical_path,path_cells,"xor2_1, nor4_4, nand2_1, clkdlybuf4s50_1",
power_and_ir_drop,p_per_area,533,mW/mm2
synthesis,top_logic_kind,simple AND/OR/NAND/NOR gates,
synthesis,yosys_area,0.0234,mm2
final_timing,rsz0062_at_grt,false,
synthesis,syn-cell-area,0.0234,mm2
place,io_buffer_count,42,
global_routing,grt_max_degree,50,
critical_path,critPathBufInv,1,
critical_path,worst-path-stages,4,
critical_path,crit_path_end_kind,primary output,
clock_network,clock_latency,600,ps
final_timing,min_period,3000,ps
die,die_h,218,um
final_timing,unclocked_regs,6,
synthesis,top_cell_area_share,51.4,%
critical_path,arrival,2320,ps
route,dr.pass1.iters,5,
route,num_vias,13030,
clock_network,root_buffer,clkbuf_16,
power_and_ir_drop,internal-power,11.0,mW
place,globalplace.congestion,0.885,
synthesis,synthAoiAreaFrac,2.84,%
die,core_area,0.0458,mm2
power_and_ir_drop,p_leak,9.68,nW
final_timing,final_max_slew_viol_count,0,
clock_network,cts_setup_buffers,0,
final_timing,final-hold-violation-count,0,
global_routing,grt_usage,24.3,%
synthesis,synth_dominant_cell_count,edfxtp_1,
synthesis,synth.avg_cell_area,13.9,um2
place,dp_hpwl,33700,um
route,ant_nets,0,
synthesis,yosys_warnings,5,
power_and_ir_drop,switchingPower,3.17,mW
clock_network,postCtsHoldBufs,0,
final_timing,untimed_endpoints,6,
route,wl_per_cell,21.2,um
power_and_ir_drop,p_comb_share,8.7,%
die,dieArea,0.0476,mm2
route,antenna_cells,0,
synthesis,flop_cell,edfxtp_1,
final_timing,tightest_slew,758,ps
power_and_ir_drop,max-vdd-ir-drop,439,uV
die,fp_util,51.0,%
final_timing,final.setup.worst_slack,397,ps
route,drc_errors,0,
synthesis,edf_count,400,
synthesis,simple_gate_area_share,17.0,%
route,drtIter0Drc,633,
global_routing,grt_pass1_vias,13443,
final_timing,clock.fmax,0.333,GHz
critical_path,start_kind,flip-flop,
route,vias_per_cell,5.41,
power_and_ir_drop,switching_share,22.4,%
synthesis,ys_top_cells_by_count,"edfxtp_1 (400), and2_1 (390), mux4_2 (120), dfxtp_1 (116), nor2_1 (105)",
critical_path,critPathMaxStageDelay,520,ps
run,warning_count,37,
synthesis,ys_sh_xor,2.40,%
synthesis,mux_share,12.9,%
synthesis,top_area_cell,edfxtp_1,
die,rows,78,
synthesis,ys_cells,1680,
run_status,status,completed,
final_timing,slew_headroom,49.0,%
synthesis,topCellsByArea,"edfxtp_1 (51%), mux4_2 (12%), and2_1 (10%)",
clock_network,cts_buffers,55,
critical_path,crit_fanout,9,
global_routing,grt_pass1_wl,78400,um
clock_network,clockBufferDepth,3,
critical_path,worstSetupPathType,flip-flop to primary output,
clock_network,tritoncts,done,
run,drv_cap,0,
power_and_ir_drop,p_clk_share,40.6,%
die,die_w,218,um
cells_and_area,syn_to_final_growth,13.4,%
die,io_pins,43,
synthesis,ys_sh_adder,1.13,%
clock_network,clk_pin_slew,60,ps
final_timing,setup_viol,0,
final_timing,period_used_share,88.3,%
synthesis,yosys.cell_types.count,53,
hold_path,holdPathStages,2,
route,drt_wl_total,51000,um
critical_path,critPathTopFamily,simple AND/OR/NAND/NOR gates,
power_and_ir_drop,p_seq_share,50.8,%
synthesis,syn_inst,1680,
cells_and_area,layout-drive-gt1-share,16.7,%
global_routing,antenna_found_initial,0,
global_routing,overflow,0,
clock_network,ctsHtreeMaxLevel,2,
==> cell usage in the layout, fill, tap and decap left out, drive strengths merged, types with 5 or more instances in the layout <==
master           n
a21boi          13
a21oi           16
and2           390
buf             78
clkbuf          80
clkdlybuf4s50   41
clkinv          21
dfxtp          116
edfxtp         400
ha              21
inv             12
mux2i           32
mux4           120
nand2           77
nand2b          24
nand3           15
nand4           10
nor2           107
nor2b           35
nor3            22
nor4             5
o21ai           41
o22ai            7
o31ai           11
or4              7
xnor2           19
xor2            45
==> layout make-up <==
type,instances,area (um2)
fillers,3511,19300
inverters,12,45.0
clock inverters,23,160
repair buffers,119,993
clock buffers,80,1580
multi-input cells,1051,8510
flip-flops and latches,522,14400
well taps,600,751
==> worst reg2reg max path, stage by stage, from the launching register on <==
cell	delay [ps]
dfxtp_1	590
xor2_1	280
nor4_4	70
buf_4	160
a31oi_1	280
nand3_1	220
or3b_2	480
a32oi_1	170
dlxtn_1	340
and2_1	110
==> path summary, 6_finish.rpt <==
path                startpoint           endpoint  slack (ps)
max            fifo2.wr_ptr[3]          vld_out_2         400
min          fifo2.data_out[7]  fifo2.data_out[7]         470
max reg2reg    fifo1.wr_ptr[2]         fsm1.ps[1]         650
min reg2reg  fifo2.data_out[7]  fifo2.data_out[7]         470
==> logic make-up (layout without fill, tap and decap cells) <==
group / after synthesis / in the layout
and+or+nand+nor: 705 / 705
DFF: 516 / 516
muxes: 152 / 152
buffers and inverters: 109 / 234
AOI/OAI and AO/OA: 106 / 106
xor gates and xnor gates: 64 / 64
adders and majority gates: 21 / 21
latches: 6 / 6
other: 1 / 3
==> sequential cells by signal (all words and copies together), names as in the netlist, 8 cells and up, named ones only <==
name,flops
fifo0.mem,128
register1.packet_parity,8
register1.internal_parity,8
register1.hold_header_byte,8
fifo2.data_out,8
fifo1.mem,128
register1.fifo_full_byte,8
fifo1.data_out,8
fifo2.mem,128
register1.dout,8
fifo0.data_out,8
==> routing by layer <==
metal	vias up	part of all wire (%)	track usage [%]
met5	-	0	0
met4	0	2.5	5.45
met3	80	10	11.0
met2	445	46	35.2
met1	6260	41	37.4
li1	6245	-	-
==> stage by stage <==
| stage | instances | hold WS, ps | total power, mW | util (%) | instance area, um2 |
|---|---|---|---|---|---|
| 2_1_floorplan | 1682 | 426 | 8.05 | - | 23400 |
| 5_1_grt | 2407 | 483 | 14.6 | 57.9 | 26500 |
| 3_3_place_gp | 2304 | 454 | 8.54 | 54.0 | 24700 |
| 3_5_place_dp | 2304 | 461 | 8.55 | 54.0 | 24700 |
| 6_report | 2407 | 465 | 14.1 | 57.9 | 26500 |
| 4_1_cts | 2407 | 463 | 14.3 | 57.8 | 26500 |
==> power groups by stage <==
| stage | Clock [mW] | Combinational [mW] | Sequential (mW) |
|---|---|---|---|
| after CTS | 5.86 | 1.25 | 7.18 |
| final | 5.73 | 1.22 | 7.17 |
| after global routing | 6.10 | 1.33 | 7.20 |
Power and IR drop assume default switching activity.
